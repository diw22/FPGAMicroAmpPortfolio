File: ./design.v
module spi2adc (
	input  logic	         sysclk,			 
	input  logic            start,			 
	input  logic            sdata_from_adc,	 
	output logic [9:0]      data_from_adc,	 
	output logic            data_valid,	     
	output logic            adc_cs,			 
	output logic            adc_sck		     
);
	logic			clk_1MHz;	             
	logic [4:0]	    ctr;			         
	logic			tick;			         
	parameter	    TERMINAL_CNT = 5'd24;    
	initial begin
		clk_1MHz = 0;			 
		ctr = 5'b0;				 
		tick = 1'b0;		
	end
	always_ff @ (posedge sysclk)   
	  if (ctr==0) begin
		  ctr <= TERMINAL_CNT;
		  if (clk_1MHz==1'b0)
				tick <= 1'b1;
		  clk_1MHz <= ~clk_1MHz;  
		end
	  else  begin
		  ctr <= ctr - 1'b1;
		  tick <= 1'b0;
		end
	logic [1:0]     sr_state;
	logic				 adc_start;
	parameter	    IDLE  = 2'b00,WAIT_CSB_FALL = 2'b01, WAIT_CSB_HIGH = 2'b10;
	initial begin
		sr_state = IDLE;
		adc_start = 1'b0;	 
		end
	always_ff @ (posedge sysclk)
		case (sr_state)
			IDLE:	if (start==1'b0) sr_state <= IDLE;
					else	begin
						sr_state <= WAIT_CSB_FALL;
						adc_start <= 1'b1;
						end  				
			WAIT_CSB_FALL: if (adc_cs==1'b1) sr_state <= WAIT_CSB_FALL;
					else sr_state <= WAIT_CSB_HIGH;
			WAIT_CSB_HIGH: if (adc_cs==1'b0) sr_state <= WAIT_CSB_HIGH;
					else begin
						sr_state <= IDLE;
						adc_start <= 1'b0;
						end	
			default: sr_state <= IDLE;
		endcase
	logic [4:0]         state;
	logic  	            adc_done, shift_ena;
	initial	begin	
		state = 5'b0; adc_cs = 1'b1; adc_done = 1'b0; 
		shift_ena <= 1'b0;
		end
	always_ff @(posedge sysclk)  
		if (tick==1'b1)  begin
		adc_cs <= 1'b0;  adc_done <= 1'b0;  shift_ena <= 1'b0;
		state <= state + 1'b1;
		case (state)
			5'd0:	begin
						if (adc_start==1'b0) begin
							state <= 5'd0;			 
							adc_cs <= 1'b1;		 
							end
						else begin
							state <= 5'd1;			 
							end
					end
			5'd4: shift_ena <= 1'b1;  			 
			5'd15: begin
						shift_ena <= 1'b0;
						adc_done <= 1'b1;
					 end
			5'd16: begin  
						adc_cs <= 1'b1;		 
						state <= 5'd0;  		 
					 end
			default: 				
						shift_ena <= 1'b1;	 
			endcase
		end	 
	logic [11:0]    shift_reg;
	initial	begin
			shift_reg = 12'b0;
			data_from_adc = 12'b0;
			end
	always_ff @(negedge sysclk)
		if  ((adc_cs==1'b0)&&(shift_ena==1'b1)&&(tick==1'b1))		 
				shift_reg <= {shift_reg[10:0], sdata_from_adc};
	always_ff @(posedge sysclk)
		if(adc_done) 					
				data_from_adc = shift_reg[11:2];
		assign adc_sck = !clk_1MHz & !adc_cs;
		assign data_valid = adc_cs;
endmodule
File: ./constraint.sdc
current_design spi2adc

set clk_period 1.8
set clk_io_pct 0.2

create_clock -name clk0 -period $clk_period [get_ports {sysclk}]

set non_clock_inputs [all_inputs -no_clocks]
set_input_delay [expr $clk_period * $clk_io_pct] -clock clk0 $non_clock_inputs
set_output_delay [expr $clk_period * $clk_io_pct] -clock clk0 [all_outputs]
File: ./run.sh
#!/bin/bash
# OpenROAD 26Q1-2900-gdf79404cd8, Yosys 0.63+post, stock flow scripts
make -C /OpenROAD-flow-scripts/flow DESIGN_CONFIG=/design/flow/config.mk WORK_HOME=/design/flow/orfs finish
File: ./config.mk
export PLATFORM = sky130hd
export DESIGN_NAME = spi2adc
export DESIGN_NICKNAME = spi2adc
export VERILOG_FILES = /design/flow/design.v
export SDC_FILE = /design/flow/constraint.sdc
export NUM_CORES = 4
export LEC_CHECK = 1
export CORE_AREA = 10 10 113 113
export DIE_AREA = 0 0 123 123
==> run summary <==
Implementation numbers.

- For this design, the CTS-stage hold fixing added 0 buffers.
- The total setup violations reported at the end of the flow is 12.
- Yosys stat counts 91 cells in the synthesized netlist.
- The kind of start point of the critical path is a register.
- The primary flip-flop cell chosen by synthesis mapping is sky130_fd_sc_hd__edfxtp_1.
- The remaining routing DRC violations is 0.
- The required time reported for the critical path endpoint is between 0.9 and 1 ns.
- The beginning of the critical path is adc_cs.
- The post-detailed-route via-to-cell ratio is about 2.8.
- At the end of the flow the core is filled with cells to 0.1879.
- STA classifies the critical path endpoint as a register.
- The kind of path behind the tightest hold check is register to register.
- CTS reports a maximum clock tree buffer depth of 2.
- The post-synthesis average cell area is between 15 and 20 sq um.
- The routed design ends up with an antenna cell count of 0.
- The fraction of registers with async set or reset after synthesis is 0.
- The iteration count recorded for the first detailed-route pass is 3.
- The power per unit of standard cell area is about 850 mW/mm^2.
- Per the layout report, the design carries approximately 1,100 filler cells.
- Yosys mapped a number of flops with a built-in enable equal to 32.
- In this run the tools logged warnings totalling roughly 42.
- Sorting the Yosys area breakdown by cell type puts at the top sky130_fd_sc_hd__edfxtp_1.
- The detailed router finished its first iteration with approximately 44 violations.
- The number of antenna violations at the first check in global routing is 0.
- The routed design shows a wire length per standard cell of 7.418 um.
- The finished layout holds around 260 standard cells, fillers aside.
- The total die area is 0.01513 sq mm.
- The first global-routing pass estimated ~3200 um of wire.
- The overall overflow remaining after global route is 0.
- Looking at the reg2reg group, the worst path starts from adc_cs.
- Of all nets on the critical path, the largest fanout is 12.
- CTS placed an instance of sky130_fd_sc_hd__clkbuf_8 at the clock tree root.
- The final reports fail on negative setup slack.
- The netlist area before placement is 0.001445 sq mm.
- Counting the warning lines in the Yosys log gives 1.
- The core box area is approximately 0.010 sq mm.
- The actual transition at the worst max-transition pin is a little under 0.4 ns.
- The area fraction of the largest cell type after synthesis is 0.6649.
- Setup repair after global routing could not meet its margin everywhere.
- The register with the most flip-flops in the layout has 12 of them.
- The flip-flop and latch count after synthesis is about 40.
- The post-CTS clock slew at the launch and capture registers of the worst setup and hold paths is roughly 0.070 ns.
- The sequential area share after synthesis is 0.7758.
- The launch point of the worst hold path is shift_reg[0].
- Per the post-route antenna check, the number of violating nets is 0.
- After detailed placement, the design holds a cell count of between 200 and 250.
- In this run the horizontal extent of the chip is roughly 120 um.
- The post-CTS repair timing setup buffer count is 0.
- The worst max-slew margin expressed relative to the limit is 0.7419.
- Entering global routing, the biggest net connects 14 pins.
- The via count of the first global-routing pass is 711.
- The data arrival time of the critical path is 0.99 ns.
- The overall fraction of global-route tracks in use is 0.02652.
- The tool flagged a number of max-cap violations equal to 0.
- The final number of max-transition violations is 0.
- The half-perimeter wire length after detailed placement is about 1500 um.
- The maximum vdd drop is 0.0002980 V.
- The run finished, with violations left.
- Sorting the synthesized cells by area gives the leading types as sky130_fd_sc_hd__edfxtp_1 66%, sky130_fd_sc_hd__dfxtp_1 11%, sky130_fd_sc_hd__ha_1 4.3%, sky130_fd_sc_hd__nor2_1 2.6%, sky130_fd_sc_hd__nand2b_1 2.2%.
- TritonCTS built the clock tree.
- The depth of the CTS H-tree is 2.
- The count of endpoints failing hold in the final timing report is 0.
- The routed via count is around 750.
- The count of unique library cells instantiated by Yosys is 22.
- The placer congestion estimate is ~0.78.
- The critical setup path kind is register to register.
- The total clock sinks is 40.
- The total CTS buffers is 5.
- The commonest cells after synthesis are 32 x sky130_fd_sc_hd__edfxtp_1, 10 x sky130_fd_sc_hd__nor2_1, 8 x sky130_fd_sc_hd__dfxtp_1, 8 x sky130_fd_sc_hd__inv_1.
- Summing internal, switching and leakage power gives approximately 1700 uW.
- The floorplan utilization is 0.1400.
- The number of instances in the synthesized netlist is approximately 91.
- The leakage power summed over all cells is 0.0007252 uW.
- The final worst hold slack is 0.4116 ns.
- The total of buffers placed on input and output ports is 15.
- The final wirelength is about 2000 um.
- The latest clock arrival within the worst-skew pair is 0.34 ns.
- Across all setup checks in the final design, the least slack found is -0.04321 ns.
- The fraction of final layout cells with drive strength greater than 1 is 0.1339.
- The relative area change from synthesis to final layout is 34.20%.
- The floorplan has 37 rows.
- Across the routed clock network, the largest skew measured is between 0.06 and 0.07 ns.
- The most frequently used library cell after synthesis is sky130_fd_sc_hd__edfxtp_1.
- The floorplan die height is around 120 um.
- During I/O placement, the number of pins put on the boundary was 16.
- The chip area in the Yosys report is between 0.001 and 0.0015 sq mm.
==> layer usage <==
metal | global-route usage | vias to the layer above | wire (um)
met3 | 0.02081 | 5 | 292
met2 | 0.03347 | 23 | 686
li1 | - | 392 | -
met4 | 0.004367 | 0 | 31
met1 | 0.03548 | 327 | 941
met5 | 0 | - | 0
==> worst max-delay path, cell delays in order (launching register included) <==
cell and delay (ns):
sky130_fd_sc_hd__edfxtp_1 0.44, sky130_fd_sc_hd__nor2_4 0.13, sky130_fd_sc_hd__buf_12 0.14
==> repair_timing <==
action,in CTS,in global routing
endpoints found under the hold margin,0,0
resized,2,0
setup endpoints to repair,13,12
==> stage by stage <==
step	area, sq um	setup slack (ns)	TNS (ns)
finish	1939	-0.04321	-0.4872
global route	1939	-0.06914	-0.7100
CTS	1939	-0.05191	-0.5962
detailed placement	1807	-0.1230	-0.9055
global placement	1807	-0.1195	-0.7989
floorplan	1459	-0.1414	-1.697
==> path summary, 6_finish.rpt <==
check / slack, ns / endpoint / depth (start not counted)
worst max-delay path: -0.04 / shift_reg[6] / 2
worst min-delay path: 0.41 / shift_reg[1] / 0
worst max register to register: -0.04 / shift_reg[6] / 2
worst min register to register: 0.41 / shift_reg[1] / 0
==> where the power goes <==
part              switching, uW  internal, uW  total (uW)
combinational              1.13          4.20        5.34
clock                       352           312         664
sequential     0.00000000000137           985         985
total                       353          1300        1650
==> layout by cell type (no fill, tap or decap), types with 2 or more instances in the layout <==
cell,Yosys,final
sky130_fd_sc_hd__nand2b_1,5,5
sky130_fd_sc_hd__inv_1,8,19
sky130_fd_sc_hd__edfxtp_1,32,32
sky130_fd_sc_hd__dfxtp_1,8,7
sky130_fd_sc_hd__nand3_1,2,2
sky130_fd_sc_hd__ha_1,5,5
sky130_fd_sc_hd__clkbuf_8,0,5
sky130_fd_sc_hd__o21ai_0,2,2
sky130_fd_sc_hd__mux2i_1,3,3
sky130_fd_sc_hd__a21oi_1,4,4
sky130_fd_sc_hd__nor2_1,10,9
sky130_fd_sc_hd__clkdlybuf4s50_1,0,14
==> logic make-up after synthesis <==
logic type,count (synthesis),share of synthesized area
compound gates,10,0.04243
xor+xnor,1,0.006062
fa+ha+maj,5,0.04329
buf+inv,9,0.02598
flops,40,0.7758
mux,3,0.02078
simple gates,23,0.08572
==> final cells by class <==
cell class	count	area, sq um	share of cell area
sequential	40	1125	0.5800
multi-input combinational	42	296.5	0.1529
timing repair buffer	18	187.7	0.09677
tap	136	170.2	0.08774
clock buffer	6	72.57	0.03742
clock inverter	14	61.31	0.03161
inverter	7	26.28	0.01355
Power figures rest on the tool's default switching activity, not on a simulated workload.
