### design/flow/design.v
module spi2dac (
	input  logic	    sysclk,			 
	input  logic [9:0]	data_in,	     
	input  logic       	load,	    	 
	output logic        dac_sdi,		 
	output logic        dac_cs,			 
	output logic        dac_sck		 
);
	parameter	BUF=1'b1;		 
	parameter	GA_N=1'b1;		 
	parameter	SHDN_N=1'b1;	 
	logic [3:0] cmd = {1'b0,BUF,GA_N,SHDN_N};   
	logic		clk_1MHz;   	 
	logic [4:0]	ctr;			 
	parameter	TC = 5'd24;   
	initial begin
		clk_1MHz = 1'b0;		 
		ctr = 5'b0;				 
	end
	always_ff @ (posedge sysclk)    
	  if (ctr==5'b0) begin
		  ctr <= TC;
		  clk_1MHz <= ~clk_1MHz;  
		end
	  else
		  ctr <= ctr - 1'b1;
	reg [1:0] 	sr_state;
	parameter	IDLE  = 2'b00,WAIT_CSB_FALL = 2'b01, WAIT_CSB_HIGH = 2'b10;
	reg			dac_start;		  
	initial begin
		sr_state = IDLE;
		dac_start = 1'b0;	 
		end
	always_ff @ (posedge sysclk)   
		case (sr_state)
			IDLE:	if (load==1'b1) sr_state <= WAIT_CSB_FALL;
			WAIT_CSB_FALL: if (dac_cs==1'b0) sr_state <= WAIT_CSB_HIGH;
			WAIT_CSB_HIGH: if (dac_cs==1'b1) sr_state <= IDLE;
			default: sr_state <= IDLE;
		endcase
	always @ (*)
		case (sr_state)
			IDLE: dac_start = 1'b0;
			WAIT_CSB_FALL: dac_start = 1'b1;
			WAIT_CSB_HIGH: dac_start = 1'b0;
			default: dac_start = 1'b0;
		endcase
	reg [4:0] 	state;
	initial	begin	
		state = 5'b0; dac_cs = 1'b1; 
		end
	always @(posedge clk_1MHz)   
		case (state)
			5'd0:	if (dac_start == 1'b1)     
						state <= state + 1'b1; 
					else 
						state <= 5'b0; 
			5'd17: 	state <= 5'd0;   
			default: state <= state + 1'b1;	 
		endcase
	always @ (*)	begin			 
		dac_cs = 1'b0; 
		case (state)
			5'd0: 	 dac_cs = 1'b1;
			5'd17:   dac_cs = 1'b1;
			default: dac_cs = 1'b0;
			endcase
		end  
	reg [15:0] shift_reg;
	initial	begin	
		shift_reg = 16'b0; 
		end
	always @(posedge clk_1MHz)
		if((dac_start==1'b1)&&(dac_cs==1'b1))		 
			shift_reg <= {cmd,data_in,2'b00};
		else 													 
			shift_reg <= {shift_reg[14:0],1'b0};
			assign dac_sck = !clk_1MHz&!dac_cs;
			assign dac_sdi = shift_reg[15];
endmodule
### design/flow/run.sh
#!/bin/bash
# OpenROAD 26Q1-2900-gdf79404cd8, Yosys 0.63+post, stock flow scripts
make -C /OpenROAD-flow-scripts/flow DESIGN_CONFIG=/design/flow/config.mk WORK_HOME=/design/flow/orfs finish
### design/flow/config.mk
export PLATFORM = sky130hd
export DESIGN_NAME = spi2dac
export DESIGN_NICKNAME = spi2dac
export VERILOG_FILES = /design/flow/design.v
export SDC_FILE = /design/flow/constraint.sdc
export NUM_CORES = 4
export LEC_CHECK = 1
export CORE_AREA = 10 10 105 105
export DIE_AREA = 0 0 115 115
### design/flow/constraint.sdc
current_design spi2dac

set clk_period 1.7
set clk_io_pct 0.2

create_clock -name clk0 -period $clk_period [get_ports {sysclk}]

set non_clock_inputs [all_inputs -no_clocks]
set_input_delay [expr $clk_period * $clk_io_pct] -clock clk0 $non_clock_inputs
set_output_delay [expr $clk_period * $clk_io_pct] -clock clk0 [all_outputs]
==> flow_metrics.py <==
# Flow results
metrics = {
    "sta": {
        "skew_ns": 0.00476,
        "setup_viol": 0,
        "fin_crit_ns": 1.56,
        "worstMarginPinSlew_ns": 0.462,
        "unclocked_pins": 19,
        "drv_slew": 0,
        "rsz0062_at_grt": "false",
        "max_freq_ghz": 0.643,
        "finalCritPeriodShare": 0.915,
        "maxSlewHeadroom": 0.688,
        "untimed_endpoints": 21,
        "final_hold_viol_count": 0,
        "hold_ws_ns": 0.446,
        "fin_tns_setup_ns": 0,
    },
    "outcome": {
        "status": "finished clean",
    },
    "synthesis": {
        "synth_area_um2": 1060,
        "synth-area-yosys_um2": 1060,
        "synth_area_per_cell_um2": 12.4,
        "ys_cells": 86,
        "yosysWarnings": 1,
        "largest_area_cell": "dfxtp_1",
        "ys_sh_aoi": 0.0471,
        "ys_top_cells_by_count": "dfxtp_1 (24), nor2_1 (8), mux2_4 (6), inv_1 (5), xnor2_1 (5)",
        "ys_sh_simple": 0.155,
        "syn_inst": 86,
        "logic_family": "simple AND/OR/NAND/NOR gates",
        "top_area_frac": 0.452,
        "synthFlopType": "dfxtp_1",
        "ys_types": 28,
        "adder_share": 0.0471,
        "ys_ff": 27,
        "synth-async-reset-ratio": 0,
        "top_cells_by_area": "dfxtp_1 (45%), edfxtp_1 (8.5%), mux2_4 (8.5%)",
        "ys_seq_frac": 0.537,
        "yosysMostFrequentCell": "dfxtp_1",
        "edf_count": 3,
        "synthMuxAreaShare": 0.137,
        "ys_sh_xor": 0.0412,
    },
    "floorplan": {
        "initCoreUtil": 0.121,
        "fp.dieH_um": 115,
        "chipArea_um2": 13200,
        "fp.dieW_um": 115,
        "num_rows": 34,
        "ios": 15,
        "core_area_um2": 8760,
    },
    "cts": {
        "post_cts_resized": 0,
        "cts_tree": "yes",
        "clockRootBuffer": "clkbuf_8",
        "cts_htree_levels": 1,
        "clock_latency_ns": 0.23,
        "clkSlewWorstSetupHoldPaths_ns": 0.04,
        "post_cts_hold_buffer_count": 0,
        "cts_made_buffers": 3,
        "cts_setup_buffers": 0,
        "clock_path_buffers": 2,
    },
    "power": {
        "p_clk_frac": 0.338,
        "p_int_mw": 0.520,
        "max-vdd-ir-drop_mv": 0.648,
        "power.density_nw_per_um2": 504,
        "p_comb_frac": 0.263,
        "switching_share": 0.251,
        "switching_power_mw": 0.175,
        "p_leak_nw": 0.519,
        "seqPwrFrac": 0.400,
    },
    "global_route": {
        "grt_pass1_wl_um": 2980,
        "grtUsageTotal": 0.0263,
        "gr-total-overflow": 0,
        "grt_max_degree": 21,
        "antenna_found_initial": 0,
        "grt_pass1_vias": 639,
    },
    "place": {
        "dp_hpwl_um": 1350,
        "gp_congestion": 0.731,
        "io_buffers": 14,
        "placed_cells": 208,
    },
    "critical_path": {
        "cp_slowest_cell": "clkdlybuf4s50_1",
        "worstPathMaxFanout": 2,
        "r2r_cells": 5,
        "slowest_delay_ns": 0.48,
        "r2r_end": "ctr[1]$_SDFF_PN0_",
        "cp_cell_sequence": "nor2_1, clkdlybuf4s50_1",
        "critPathArrivalTime_ns": 1.22,
        "critPathCaptureType": "output pin",
        "r2r-start": "ctr[0]$_SDFF_PN0_",
        "required_ns": 1.36,
        "regToRegSetupSlack_ns": 0.35,
        "critPathKind": "reg2out",
        "startpoint_type": "flop",
    },
    "route": {
        "firstDrtPassIters": 4,
        "detail_route.wirelength_um": 1810,
        "drcViolationCount": 0,
        "vias": 615,
        "initialDrtViolationCount": 24,
        "drtAntennaViolNets": 0,
        "wire_per_inst_um": 8.53,
        "antenna_cells": 0,
        "vias_per_cell": 2.90,
    },
    "worst_hold_path": {
        "holdPathEnd": "ctr[0]$_SDFF_PN0_",
        "min_path_cells": 1,
        "holdCritPathClass": "reg2reg",
        "min-delay-start": "ctr[0]$_SDFF_PN0_",
    },
    "flow_run": {
        "warning_count": 27,
        "cap_violations": 0,
    },
    "finish": {
        "syn_to_final_growth_pct": 29.8,
        "final_layout_size_suffix_gt1_frac": 0.212,
        "largest_register_ffs": 14,
        "fillerInstances": 992,
        "finalNonFillerCells": 212,
        "post-route-util": 0.157,
    },
}
[placed cells by master (no fill, tap or decap)]
cell,synthesis,routed
nand2_1,1,1
or2b_1,3,3
dfxtp_1,24,24
clkbuf_1,0,1
mux2_4,6,6
a221o_1,1,1
o21ai_0,1,1
clkbuf_8,0,3
edfxtp_1,3,3
nor4b_4,1,1
a2111oi_2,1,1
nand2_2,1,1
nand2b_1,1,1
o31a_2,1,1
and4_2,1,1
and3_2,1,1
nor2b_1,3,3
inv_1,5,5
ha_1,4,4
clkdlybuf4s50_1,0,14
nor3_1,3,3
buf_4,1,2
nor4b_1,1,1
nor2_1,8,8
mux2i_1,1,1
a21oi_1,2,2
and2_2,1,1
nand3_1,1,1
xnor2_1,5,5
mux2_2,4,4
[layer usage]
| layer | wire, um | up-vias | GRT usage | part of all wire |
|---|---|---|---|---|
| met3 | 142 | 0 | 0.00791 | 0.079 |
| li1 | - | 327 | - | - |
| met1 | 1080 | 272 | 0.0438 | 0.60 |
| met5 | 0 | - | 0 | 0 |
| met2 | 581 | 16 | 0.0327 | 0.32 |
| met4 | 0 | 0 | 0.00248 | 0 |
[power by group through the flow]
stage | clock network (mW) | logic (mW) | registers (mW)
final | 0.235 | 0.182 | 0.278
after global routing | 0.250 | 0.205 | 0.279
after CTS | 0.240 | 0.186 | 0.277
[worst max-delay path by stage]
| stage | start | endpoint | slack, ns | cells past startpoint |
|---|---|---|---|---|
| after CTS | clk_1MHz$_DFFE_PN_ | dac_sck | 0.13 | 2 |
| after global routing | clk_1MHz$_DFFE_PN_ | dac_sck | 0.05 | 2 |
| final | clk_1MHz$_DFFE_PN_ | dac_sck | 0.14 | 2 |
[cell type report]
class | count | area [um2] | area share
Timing Repair Buffer | 16 | 155 | 0.113
Sequential cell | 27 | 571 | 0.414
Multi-Input combinational cell | 52 | 454 | 0.329
Clock buffer | 4 | 45.0 | 0.0327
Inverter | 5 | 18.8 | 0.0136
Tap cell | 108 | 135 | 0.0980
[critical path: cells and delay by family (launching register included)]
kind / cells / cell delay (ns)
buf+inv: 1 / 0.48
flops: 1 / 0.38
simple gates: 1 / 0.13
[stage by stage]
| step | power [mW] | area, um2 | setup slack [ns] |
|---|---|---|---|
| 2_1_floorplan | 0.416 | 1060 | 0.337 |
| 3_3_place_gp | 0.460 | 1330 | 0.372 |
| 3_5_place_dp | 0.461 | 1330 | 0.355 |
| 4_1_cts | 0.702 | 1380 | 0.134 |
| 5_1_grt | 0.733 | 1380 | 0.0547 |
| 6_report | 0.695 | 1380 | 0.144 |
[kinds of logic (layout without fill, tap and decap cells)]
kind of cell / count (synthesis) / after routing
buffers and inverters: 7 / 25
adder cells (fa/ha/maj): 4 / 4
flip-flops: 27 / 27
multiplexers: 11 / 11
AND/OR/NAND/NOR: 26 / 26
XOR/XNOR: 5 / 5
AND-OR/OR-AND: 6 / 6
Power and IR drop assume default switching activity.
