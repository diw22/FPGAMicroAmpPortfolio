[flow/config.mk]
export PLATFORM = sky130hd
export DESIGN_NAME = counterofbits
export DESIGN_NICKNAME = counterofbits
export VERILOG_FILES = /design/flow/design.v
export SDC_FILE = /design/flow/constraint.sdc
export NUM_CORES = 4
export LEC_CHECK = 1
export CORE_AREA = 10 10 70 70
export DIE_AREA = 0 0 80 80
[flow/run.sh]
#!/bin/bash
# OpenROAD 26Q1-2900-gdf79404cd8, Yosys 0.63+post, stock flow scripts
make -C /OpenROAD-flow-scripts/flow DESIGN_CONFIG=/design/flow/config.mk WORK_HOME=/design/flow/orfs finish
[flow/design.v]
module counterofbits(
input logic in,
input logic rst,
input logic en,
output logic [12:0] out
);
always_ff @(posedge in)
if (rst) out <= 13'b0;
else out <= out + {12'b0, en};
endmodule
[flow/constraint.sdc]
current_design counterofbits

set clk_period 3.4
set clk_io_pct 0.2

create_clock -name clk0 -period $clk_period [get_ports {in}]

set non_clock_inputs [all_inputs -no_clocks]
set_input_delay [expr $clk_period * $clk_io_pct] -clock clk0 $non_clock_inputs
set_output_delay [expr $clk_period * $clk_io_pct] -clock clk0 [all_outputs]
==> flow_metrics.env <==
# flow metrics
export IMPL_status="finished, final reports clean"
export IMPL_cp_start_kind="primary input"
export IMPL_r2r_setup_slack_ps=1750
export IMPL_netlist_top_cells_count="dfxtp_1 (13), a21oi_1 (6), nor2_1 (5)"
export IMPL_cts_tree="done"
export IMPL_period_minus_slack_ps=2200
export IMPL_ant_nets=0
export IMPL_setup_viol=0
export IMPL_cp_top_family="simple AND/OR/NAND/NOR gates"
export IMPL_grt_overflow_total=0
export IMPL_fp_util_pct=16.8
export IMPL_ys_area_um2=573
export IMPL_routabilityCongestion=0.766
export IMPL_timing_rr_end="out[12]"
export IMPL_ys_warn_count=1
export IMPL_yosys_stat_cells=62
export IMPL_p_total_uw=264
export IMPL_diodes=0
export IMPL_synth_flops=13
export IMPL_edf_count=0
export IMPL_synth_seq_share_pct=45.4
export IMPL_drt_wl_total_um=1320
export IMPL_reg2reg_depth=5
export IMPL_post_cts_buffers=0
export IMPL_dieArea_mm2=0.00640
export IMPL_topCombFamilyByArea="simple AND/OR/NAND/NOR gates"
export IMPL_rsz0062_at_grt="false"
export IMPL_syn_area_um2=573
export IMPL_hold_class="flip-flop to flip-flop"
export IMPL_path_class="primary input to flip-flop"
export IMPL_remaining_drc_errors=0
export IMPL_irDropWorstVdd_mv=0.285
export IMPL_final_hold_viol_count=0
export IMPL_avgSynthCellArea_um2=9.24
export IMPL_worstPathCellList="clkdlybuf4s50_1, ha_1, ha_1, nand4_2, or4_1, a21oi_1"
export IMPL_ys_sh_xor_pct=4.59
export IMPL_ys_sh_mux_pct=3.93
export IMPL_hold_path_end="out[12]"
export IMPL_clk_pin_slew_ps=80
export IMPL_fin_setup_tns_ps=0
export IMPL_synth_top_cell_by_area="dfxtp_1"
export IMPL_leakage_nw=0.255
export IMPL_worstReg2RegStart="out[0]"
export IMPL_simple_gate_share_pct=27.9
export IMPL_aoi_share_pct=11.8
export IMPL_drv_slew=0
export IMPL_cts_hold_buf=0
export IMPL_cts_made_buffers=3
export IMPL_ctsResizeCount=0
export IMPL_top_cell_area_share_pct=45.4
export IMPL_cp_max_fo=8
export IMPL_critPathRequiredTime_ps=3600
export IMPL_drt_first_pass_iters=4
export IMPL_synthTopCellsByArea="dfxtp_1 (45%), a21oi_1 (5.2%), ha_1 (4.4%)"
export IMPL_arrival_ps=2400
export IMPL_clock_latency_ps=270
export IMPL_reg_top3="out (13)"
export IMPL_power_density_mw_per_mm2=328
export IMPL_fin_skew_ps=2.68
export IMPL_synth_async_reset_ratio_pct=0
export IMPL_min_from="out[12]"
export IMPL_drive_gt1_share_pct=11.3
export IMPL_grt_total_usage_pct=4.22
export IMPL_end_kind="flip-flop"
export IMPL_fp_dieH_um=80
export IMPL_cts_buffer_depth=2
export IMPL_top_register="out"
export IMPL_ff_type="dfxtp_1"
export IMPL_slew_headroom_pct=64.6
export IMPL_ys_sh_adder_pct=4.37
export IMPL_hpwlAfterDp_um=1030
export IMPL_syn_inst=62
export IMPL_grt_start_max_net_pins=16
export IMPL_maxCapViolCount=0
export IMPL_numPortBuffers=15
export IMPL_vias_per_cell=4.06
export IMPL_drtIter0Drc=28
export IMPL_fp_coreArea_mm2=0.00342
export IMPL_htreeDepth=1
export IMPL_cts_sinks=13
export IMPL_crit_buf_inv=1
export IMPL_yosysMostFrequentCell="dfxtp_1"
export IMPL_num_vias=511
export IMPL_fin_crit_sh_pct=64.8
export IMPL_root_buffer="clkbuf_4"
export IMPL_pin_count=16
export IMPL_critPathMaxStageDelay_ps=500
export IMPL_fp_dieW_um=80
export IMPL_std_cell_rows=21
export IMPL_fmax_mhz=454
export IMPL_largest_register_ff_count=13
export IMPL_warnings=25
export IMPL_hold_path_depth=2
export IMPL_grt_pass1_wl_um=2240
export IMPL_post_drt_wl_per_cell_um=10.5
export IMPL_cpMostUsedCell="ha_1"
export IMPL_yosysUniqueCellTypes=21
export IMPL_worstMarginPinSlew_ps=529
export IMPL_grt_pass1_vias=479
export IMPL_slowest_stage="or4_1"
export IMPL_syn_to_final_growth_pct=40.2
export IMPL_antenna_found_initial=0
-- routing by layer --
layer / track usage (%) / routed length (µm)
met4: 0.352 / 8
met1: 5.54 / 655
met3: 2.39 / 85
met2: 6.10 / 575
met5: 0 / 0
-- cell usage in the layout (no fill, tap or decap), types with 3 or more instances in the layout --
cell type,netlist,layout
a21oi_1,6,6
clkbuf_4,0,3
clkdlybuf4s50_1,0,15
dfxtp_1,13,13
nand2_1,3,3
nand3_1,4,4
nor2_1,5,5
nor2b_1,4,4
o21ai_0,3,3
o31ai_1,3,3
or4_1,3,3
-- cells by family (layout without fill, tap and decap cells) --
group | after synthesis | after routing
fa+ha+maj | 2 | 2
buf+inv | 3 | 21
compound gates | 12 | 12
xor+xnor | 3 | 3
flops | 13 | 13
simple gates | 27 | 27
mux | 2 | 2
-- final cells by class --
class | instances | area, µm²
clock buffer | 4 | 26.3
fill | 392 | 2610
inverter | 2 | 7.51
multi-input combinational | 46 | 302
sequential | 13 | 260
tap | 46 | 57.6
timing repair buffer | 15 | 150
-- worst max path at each step --
stage / slack (ps) / start / cells past startpoint / to
4_1_cts: 1210 / en / 6 / out[12]
5_1_grt: 1070 / en / 6 / out[12]
6_report: 1200 / en / 6 / out[12]
-- metrics by stage --
stage	instance area, µm²	util [%]	setup WS (ps)	instances	hold slack (ps)
6_report	803	23.5	1200	126	487
4_1_cts	803	23.5	1210	126	494
3_3_place_gp	777	22.7	962	122	470
2_1_floorplan	573	-	1510	62	439
3_5_place_dp	777	22.7	918	122	482
5_1_grt	803	23.5	1070	126	536
-- tightest hold or removal path, cell delays in order, from the launching register on --
cell	delay, ps
dfxtp_1	320
o31ai_1	60
a21oi_1	60
-- power breakdown --
part / switching, mW / leakage, nW / internal, mW
Combinational: 0.00571 / 0.135 / 0.00898
Sequential: 0.00203 / 0.105 / 0.155
Clock: 0.0470 / 0.0150 / 0.0454
Total: 0.0547 / 0.255 / 0.209
Power is estimated from default activity; no workload was simulated.
